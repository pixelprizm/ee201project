--- flow/run.sh ---
#!/bin/bash
# OpenROAD 26Q1-2900-gdf79404cd8, Yosys 0.63+post, stock flow scripts
make -C /OpenROAD-flow-scripts/flow DESIGN_CONFIG=/design/flow/config.mk WORK_HOME=/design/flow/orfs finish
--- flow/config.mk ---
export PLATFORM = sky130hd
export DESIGN_NAME = PlaceMines
export DESIGN_NICKNAME = PlaceMines
export VERILOG_FILES = /design/flow/design.v
export SDC_FILE = /design/flow/constraint.sdc
export NUM_CORES = 4
export LEC_CHECK = 1
export CORE_AREA = 10 10 93 93
export DIE_AREA = 0 0 103 103
--- flow/constraint.sdc ---
current_design PlaceMines

set clk_period 3.0
set clk_io_pct 0.2

create_clock -name clk0 -period $clk_period [get_ports {clk}]

set non_clock_inputs [all_inputs -no_clocks]
set_input_delay [expr $clk_period * $clk_io_pct] -clock clk0 $non_clock_inputs
set_output_delay [expr $clk_period * $clk_io_pct] -clock clk0 [all_outputs]
--- flow/design.v ---
`timescale 1ns / 1ps
module PlaceMines(reset, clk, start, ack,  
				   totalMinesIn,  
				   x, y,  
				   mineBoardReadValue,  
				   placeMineEn,  
				   init, placeMine, changeXY, almostDone, done  
		);
	parameter boardWidth = 8, boardHeight = 8;
	localparam maxBoardCountWidth = 6;  
	input reset, clk, start, ack;
	input [maxBoardCountWidth-1 : 0] totalMinesIn;
	reg [maxBoardCountWidth-1 : 0] totalMines;
	reg [maxBoardCountWidth-1 : 0] count;
	output reg [$clog2(boardWidth)-1 : 0] x;
	output reg [$clog2(boardHeight)-1 : 0] y;
	input mineBoardReadValue;
	output reg placeMineEn;
	reg[4:0] state;
	localparam INIT=5'b00001, PLACE_MINE=5'b00010, CHANGE_XY=5'b00100, ALMOST_DONE=5'b01000, DONE=5'b10000;
	output wire init, placeMine, changeXY, almostDone, done;
	assign init = state == INIT;
	assign placeMine = state == PLACE_MINE;
	assign changeXY = state == CHANGE_XY;
	assign almostDone = state == ALMOST_DONE;
	assign done = state == DONE;
	always @ (posedge clk, posedge reset) 
	begin
		if(reset)
		begin
			state <= INIT;
			x <= 0;
			y <= boardHeight/2;
		end
		else
		begin
			case (state)
				INIT:
				begin
					if(start) state <= PLACE_MINE;
					count <= 0;
					totalMines <= totalMinesIn;
					placeMineEn <= 0;
				end
				PLACE_MINE:
				begin
					if(count==totalMines-1 && mineBoardReadValue==1'b0)
						state <= ALMOST_DONE;
					else 
						state <= CHANGE_XY;
					if(mineBoardReadValue == 1'b0)
					begin
						placeMineEn <= 1;
						count<=count+1;
					end
					else
					begin
						x <= x + 1;
						y <= y + 2;
					end
				end
				CHANGE_XY:
				begin
					state <= PLACE_MINE;
					x <= (x + boardWidth/2 + 1) % boardWidth;
					y <= ((boardHeight/2 + 1)*y + (boardHeight/2 + 1)) % boardHeight;
					placeMineEn <= 0;
				end
				ALMOST_DONE:
				begin
					state <= DONE;
					placeMineEn <= 0;
				end
				DONE:
				begin
					if (ack) state <= INIT;
				end
			endcase
		end
	end
endmodule
==> flow report <==
====================================================================================
Run status ............................................................ finished, final reports clean
Horizontal die dimension ..............................................       103 um
Initial drt markers ...................................................           31
Unrepaired setup endpoints after global routing .......................           no
Number of rows created at floorplan ...................................           30
Synthesis warning total ...............................................            1
Largest area contributor in the netlist ............................... sky130_fd_sc_hd__edfxtp_1
Slowest cell on the critical path ..................................... sky130_fd_sc_hd__clkdlybuf4s50_1
Weighted congestion at the end of routability-driven global placement .        0.770
Detailed Place HPWL ...................................................      1.71 mm
Vias post-DR ..........................................................          761
Global-route wire length before repair ................................      3.70 mm
Share of the clock period used by the worst path ......................        0.645
Number of setup buffers added after CTS ...............................            0
Type of the worst min-delay path ...................................... flop to flop
Core area .............................................................  0.00676 mm2
Crit. End Element .....................................................   output pin
Slack of the worst reg-to-reg path ....................................      1.35 ns
Final hold vios .......................................................            0
Unique masters post-synth .............................................           32
Clock Tree Buf Depth ..................................................            2
Cells along the critical path ......................................... clkdlybuf4s50_1
Per-cell via count in the routed design ...............................         3.79
Antenna violations before repair ......................................            0
Kind of cell adding the most delay to the critical path ............... buffers and inverters
Measured slew at the worst slew-check pin .............................     0.443 ns
#FFs+latches synth ....................................................           24
Vertical extent of the die ............................................       103 um
Routed met1 length ....................................................      1.05 mm
Top Layout Cells ...................................................... 22 x sky130_fd_sc_hd__clkdlybuf4s50_1, 13 x sky130_fd_sc_hd__edfxtp_1, 9 x sky130_fd_sc_hd__xnor2_1, 9 x sky130_fd_sc_hd__nor2_1, 9 x sky130_fd_sc_hd__dfrtp_1
Req. time, crit path ..................................................      2.40 ns
Largest type area fraction ............................................        0.337
Average wire per standard cell ........................................      10.9 um
Post-Syn Area .........................................................  0.00116 mm2
Late-Pin Clk Latency ..................................................      0.26 ns
Critical path buffers and inverters ...................................            1
Synth-to-Final Area Change ............................................        32.1%
Maximum fanout along the worst path ...................................            9
Worst Min Path Start ..................................................         x[2]
Clock tree from TritonCTS .............................................          yes
Longest individual stage delay on the worst path ......................      0.54 ns
Iteration count of the initial detailed-routing pass ..................            4
Highest-count logic cell in the final layout .......................... sky130_fd_sc_hd__clkdlybuf4s50_1
Minimum clock period ..................................................      1.93 ns
Kind of start point of the critical path ..............................         flop
Final number of max-transition violations .............................            0
Skew final ............................................................   0.00425 ns
Reg2Reg Launch Point .................................................. totalMines[0]
Biggest area cells .................................................... sky130_fd_sc_hd__edfxtp_1 34%, sky130_fd_sc_hd__dfrtp_1 19%, sky130_fd_sc_hd__xnor2_1 6.8%, sky130_fd_sc_hd__xor2_1 6.0%, sky130_fd_sc_hd__dfstp_2 4.5%
Clk slew on worst S/H paths ...........................................      0.08 ns
Vias in the first global route ........................................          818
Relative slew slack ...................................................        0.703
Worst IR Drop VDD .....................................................   0.000273 V
Number of remaining DRC errors ........................................            0
Starting density of the core ..........................................        0.171
TritonCTS Sinks .......................................................           24
Pin count of the biggest net entering global routing ..................           14
CTS H-tree depth ......................................................            1
Post-synthesis chip area from yosys ...................................  0.00116 mm2
Antenna diode count ...................................................            0
Power density normalized to cell area .................................   580 mW/mm2
Total congestion overflow after global routing ........................            0
Register area share after synthesis ...................................        0.577
Cell count in the Yosys report ........................................           96
Count of maximum capacitance violations ...............................            0
Chip Area .............................................................   0.0106 mm2
Main synth FF type .................................................... sky130_fd_sc_hd__edfxtp_1
Number of gates resized after CTS .....................................            0
Per-instance average area after synthesis .............................     12.1 um2
Root Driver ........................................................... sky130_fd_sc_hd__clkbuf_8
Highest achievable clock rate .........................................      517 MHz
Kind of critical path ................................................. flop to output pin
Number of top-level pins ..............................................           23
Lkg Pwr ...............................................................     0.578 nW
Final Routed Wirelength ...............................................      2.18 mm
Port Buf Inserts ......................................................           22
Setup violators final .................................................            0
Cells after Synth .....................................................           96
Number of warnings the tools reported .................................           25
Critical path data arrival time .......................................      1.33 ns
Overall power consumption .............................................     0.888 mW
Hold buffers post-CTS .................................................            0
Setup TNS Final .......................................................         0 ns
Flip-flops with a built-in enable .....................................           13
Async set-or-reset flop fraction in the synthesized netlist ...........        0.458
Global router's overall resource usage ................................       0.0422
Number of CTS-inserted buffers ........................................            3
Fraction of layout instances using a drive strength above 1 ...........       0.0744
Layout fillers ........................................................          733
Met2 Routed Length ....................................................       965 um
CP Launch Point .......................................................     state[3]
Met3 wire length ......................................................       142 um
Top sig layer .........................................................         met4
Remaining antenna violation count .....................................            0
====================================================================================
## synthesized netlist by cell type (all sizes together) (2+ instances only)
library cell and instances:
a21oi 3, mux2i 2, a21o 2, xnor2 9, dfstp 2, nand3 2
nand2b 2, nor2 9, o21ai 3, xor2 8, nor3 2, ha 4
dfrtp 9, edfxtp 13, nand2 4, and2 2, inv 6
## layout make-up
cell class                 instances  area, um2  area share
sequential                        24        668       0.437
multi-input combinational         65        464       0.303
timing repair buffer              22        220       0.144
tap                               80        100      0.0654
clock buffer                       4       55.1      0.0360
inverter                           6       22.5      0.0147
## state kept, by name, indices dropped and copies added (netlist names)
name and count:
count 6, y 3, placeMineEn 1, totalMines 6, x 3, state 5
## logic make-up after synthesis
kind of cell	Yosys count	share of synthesized area
compound gates	14	0.0842
xor+xnor	17	0.129
fa+ha+maj	4	0.0432
buf+inv	7	0.0227
flops	24	0.577
mux	3	0.0270
simple gates	27	0.118
## path summary, 6_finish.rpt
check,to,cells after the start
worst max-delay path,changeXY,1
worst min-delay path,x[2],1
worst max register to register,state[3],6
worst min register to register,x[2],1
max in group asynchronous,y[2],2
min in group asynchronous,state[2],2
## metal layers
| metal | track usage | up-vias |
|---|---|---|
| li1 | - | 387 |
| met1 | 0.0566 | 350 |
| met2 | 0.0653 | 20 |
| met3 | 0.0156 | 4 |
| met4 | 0.00642 | 0 |
| met5 | 0 | - |
## per-stage QoR
step | hold WS, ns | setup slack [ns] | instance area [um2] | util | instances
global placement | 0.466 | 0.917 | 1480 | 0.218 | 197
detailed placement | 0.470 | 0.916 | 1480 | 0.218 | 197
global route | 0.504 | 1.01 | 1530 | 0.226 | 201
finish | 0.488 | 1.07 | 1530 | 0.226 | 201
floorplan | 0.420 | 1.46 | 1160 | - | 96
CTS | 0.494 | 1.06 | 1530 | 0.226 | 201
## power breakdown
| group | internal [mW] | switching (mW) | leakage [nW] |
|---|---|---|---|
| combinational | 0.154 | 0.0669 | 0.297 |
| clock | 0.117 | 0.0961 | 0.0288 |
| sequential | 0.403 | 0.0508 | 0.252 |
| total | 0.675 | 0.214 | 0.578 |
No activity file was given, so power comes from the tool's default toggle rates.
